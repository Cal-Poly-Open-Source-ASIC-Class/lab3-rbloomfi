==> design.v <==
`timescale 1ns/1ps
`default_nettype        none
module DFFRAM256x32  (
        CLK,
        WE0,
        EN0,
        Di0,
        Do0,
        A0
);
       localparam A_WIDTH = 8;
       localparam NUM_WORDS = 2**A_WIDTH;
       input   wire                         CLK;
       input   wire    [3:0]                WE0;
       input   wire                         EN0;
       input   wire    [31:0]               Di0;
       output  reg     [31:0]               Do0;
       input   wire    [(A_WIDTH - 1): 0]   A0;
       reg [31:0] RAM[(NUM_WORDS-1): 0];
       always @(posedge CLK)
           if(EN0) begin
               Do0 <= RAM[A0];
               if(WE0[0]) RAM[A0][ 7: 0] <= Di0[7:0];
               if(WE0[1]) RAM[A0][15: 8] <= Di0[15:8];
               if(WE0[2]) RAM[A0][23:16] <= Di0[23:16];
               if(WE0[3]) RAM[A0][31:24] <= Di0[31:24];
           end
           else
               Do0 <= 32'b0;
    endmodule
`timescale 1ns / 1ps
module memory_top (
	input logic clk,
	input logic rst,						 
	input logic 		A_CYC_O,			 
	input logic 		A_STB_O,			 
	input logic 		A_WE_O,			 	 
	input logic [7:0] 	A_ADDR_O,		 	 
	input logic [31:0] 	A_DATA_O,			 
	input logic [3:0] 	A_SEL_O,		 	 
	input logic 		B_CYC_O,
	input logic 		B_STB_O,
	input logic 		B_WE_O,
	input logic [7:0] 	B_ADDR_O,
	input logic [31:0] 	B_DATA_O,
	input logic [3:0] 	B_SEL_O,
	output logic 		A_STALL_I,			 
	output logic 		A_ACK_I, 	         
	output logic [31:0] A_DATA_I,			 
	output logic 		B_STALL_I, 	 	
	output logic 		B_ACK_I,
	output logic [31:0] B_DATA_I
);
	logic STALLCTRL = 0; 				 	 
	logic [3:0] 	RAM_1_WE0;
	logic 			RAM_1_EN0;
	logic [31:0] 	RAM_1_Di0;
	logic [31:0]	RAM_1_Do0;
	logic [7:0]		RAM_1_A0;
	logic [3:0] 	RAM_2_WE0;
	logic 			RAM_2_EN0;
	logic [31:0] 	RAM_2_Di0;
	logic [31:0]	RAM_2_Do0;
	logic [7:0]		RAM_2_A0;
	logic 			A_SEL;
	logic 			B_SEL;
	logic			A_PREV;
	logic 			B_PREV;
	logic 			A_CUR;
	logic 			B_CUR;
	DFFRAM256x32 DFFRAM1 (
		.CLK(clk),
		.WE0(RAM_1_WE0),
		.EN0(RAM_1_EN0),
		.Di0(RAM_1_Di0),
		.Do0(RAM_1_Do0),
		.A0(RAM_1_A0)
	);
	DFFRAM256x32 DFFRAM2 (
		.CLK(clk),
		.WE0(RAM_2_WE0),
		.EN0(RAM_2_EN0),
		.Di0(RAM_2_Di0),
		.Do0(RAM_2_Do0),
		.A0(RAM_2_A0)
	);
	always @(posedge clk) begin
		A_ACK_I <= 0;
		B_ACK_I <= 0;
		A_CUR <= A_SEL;
		B_CUR <= B_SEL;
		if (B_STALL_I || A_STALL_I) begin
			STALLCTRL <= ~STALLCTRL;
		end 
		if (A_STB_O && ~A_STALL_I) begin
			A_ACK_I <= 1;
		end 
		if (B_STB_O && ~B_STALL_I) begin
			B_ACK_I <= 1;
		end 
	end 
	assign A_SEL = A_ADDR_O[7];
	assign B_SEL = B_ADDR_O[7];
	always_comb begin
		RAM_1_EN0 = 0;
		RAM_2_EN0 = 0;
		RAM_1_WE0 = 1;
		RAM_2_WE0 = 1;
		RAM_1_A0 = 0;
		RAM_2_A0 = 0;
		RAM_1_Di0 = 0;
		RAM_2_Di0 = 0;
		A_STALL_I = 0;
		B_STALL_I = 0;
		if ((A_SEL == B_SEL) && (A_STB_O == 1) && (B_STB_O == 1)) begin
			if (STALLCTRL == 0) begin
				A_STALL_I = 1;
				B_STALL_I = 0;
			end 
			else begin
				A_STALL_I = 1;
				B_STALL_I = 0;
			end 
		end 
		if (  ((A_STB_O == 1 && B_STB_O == 1) && (A_SEL != B_SEL)) 			 
			| (A_STB_O == 1 && B_STB_O == 0) 								 
			| ((A_STB_O == 1 && B_STB_O == 1) && STALLCTRL == 1)) begin		 
			if (A_SEL == 0) begin
				RAM_1_EN0 = 1;
				RAM_1_WE0 = 4'b1111;
				RAM_1_A0 = A_ADDR_O;
				RAM_1_Di0 = A_DATA_O; 
			end
			else if (A_SEL == 1) begin
				RAM_2_EN0 = 1;
				RAM_2_WE0 = 4'b1111;
				RAM_2_A0 = A_ADDR_O;
				RAM_2_Di0 = A_DATA_O; 
			end
		end 
		if (  ((A_STB_O == 1 && B_STB_O == 1) && (A_SEL != B_SEL)) 			 
			| (A_STB_O == 0 && B_STB_O == 1) 								 
			| ((A_STB_O == 1 && B_STB_O == 1) && STALLCTRL == 0)) begin		 
			if (B_SEL == 0) begin
				RAM_1_EN0 = 1;
				RAM_1_WE0 = 4'b1111;
				RAM_1_A0 = B_ADDR_O;
				RAM_1_Di0 = B_DATA_O; 
			end
			else if (B_SEL == 1) begin
				RAM_2_EN0 = 1;
				RAM_2_WE0 = 4'b1111;
				RAM_2_A0 = B_ADDR_O;
				RAM_2_Di0 = B_DATA_O; 
			end
		end 
		if (A_CUR == 0) begin
			A_DATA_I = RAM_1_Do0;
		end 
		else if (A_CUR == 1) begin
			A_DATA_I = RAM_2_Do0;
		end 
		else A_DATA_I = 0;
		if (B_CUR == 0) begin
			B_DATA_I = RAM_1_Do0;
		end 
		else if (B_CUR == 1) begin
			B_DATA_I = RAM_2_Do0;
		end 
		else B_DATA_I = 0;
	end 
endmodule
==> run.sh <==
#!/bin/bash
# OpenROAD 26Q1-2900-gdf79404cd8, Yosys 0.63+post, stock flow scripts
make -C /OpenROAD-flow-scripts/flow DESIGN_CONFIG=/design/flow/config.mk WORK_HOME=/design/flow/orfs finish
==> config.mk <==
export PLATFORM = sky130hd
export DESIGN_NAME = memory_top
export DESIGN_NICKNAME = memory_top
export VERILOG_FILES = /design/flow/design.v
export SDC_FILE = /design/flow/constraint.sdc
export NUM_CORES = 4
export LEC_CHECK = 1
export CORE_UTILIZATION = 40
export SYNTH_MEMORY_MAX_BITS = 65536
==> constraint.sdc <==
current_design memory_top

set clk_period 425.5
set clk_io_pct 0.2

create_clock -name clk0 -period $clk_period [get_ports {clk}]

set non_clock_inputs [all_inputs -no_clocks]
set_input_delay [expr $clk_period * $clk_io_pct] -clock clk0 $non_clock_inputs
set_output_delay [expr $clk_period * $clk_io_pct] -clock clk0 [all_outputs]
==> notes.md <==
Results of an implementation run.

The leading cell type in the layout, fill and taps excluded is sky130_fd_sc_hd__edfxtp_1. The x dimension of the die is 906.6 um. The actual slew at the worst max-slew pin is 1.450 ns. The slew check shows that the tightest pin keeps a relative margin of 2.461%. The floorplan report gives the top-level pin count as 164. The worst setup path is launched from an input port. The final timing report gives a worst setup slack of 253.81 ns. After detailed routing, the number of remaining DRC violations is 0. Once detail routing completed, the nets flagged for antenna violations numbered 1. In the placement report, post-DP HPWL is listed as 630.7 mm. The final tally of setup violations is 0. Ranking logic cells in the layout by count gives the top entries 8193 x sky130_fd_sc_hd__edfxtp_1, 6554 x sky130_fd_sc_hd__nand2_1, 2916 x sky130_fd_sc_hd__nand3_1, 1119 x sky130_fd_sc_hd__buf_4, 832 x sky130_fd_sc_hd__clkbuf_16. The chip area line of the yosys report is 0.3273 sq mm. The number of standard-cell rows in the floorplan is 331. The worst hold slack across all endpoints is 0.7725 ns. The number of global-route vias before repair is 212300. The TritonCTS clock tree is built. In this run, synthesis inferred 8193 flip-flops with an integrated enable.

The checks that failed: antenna rules. The part of the cycle the worst path needs is 40.35%. On the final layout, the worst clock skew is 0.1023 ns.

The kind of critical path is input port to output pin. Entering global routing, the biggest net connects 149 pins. The first global-routing pass estimated 1549 mm of wire. STA classifies the critical path endpoint as an output pin. The clock network accounts for 39.6% of the total power. The mean routed wirelength per cell is 30.96 um. Synthesis inferred 8261 register bits.

The summed negative setup slack over all endpoints is 0 ns. The hold-critical path depth is 2. The highest supply drop recorded on VDD is 0.004943 mV. The max-slew violation count is 0. The core utilization before placement is 40.22%.

For this run, the share of the core covered by cells in the final layout is 45.77%. In this run the layout overhead on the synthesized area is reported as 13.81%. Signal routing reaches up to met5. The count of yosys warnings during synthesis is 2.

The OpenROAD warning count is 153. The CTS clock-pin slew for the worst setup and hold paths is 0.06 ns. The depth of the CTS H-tree is 6.

Sequential cells burn 51.8% of the power. Post-synth the commonest register cell is sky130_fd_sc_hd__edfxtp_1. The gate count of the mapped netlist is 23710. The number of DRC violations after detailed-routing iteration 0 is 16010. The cell at the root of the clock tree is sky130_fd_sc_hd__clkbuf_16.

The worst setup slack before clock tree synthesis is 253.82 ns. Yosys mapped the design onto 74 distinct sky130hd cell types. The data required time at the worst endpoint is 340.40 ns. The area of the core is 0.8138 sq mm. Setup repair after global routing left no endpoint under its margin.

In this run the maximum-capacitance check reported violations numbering 0. The clock passes through at most 4 buffers. The mapped netlist covers 0.3273 sq mm.

The report lists the number of cells resized after CTS as 0. The power density over the cells is 4.684 mW/mm^2. The maximum fanout along the worst path is 16. The number of buffers added on ports is 149. The die area is 0.8219 sq mm. Note that the worst hold path type here is flop to flop. Hold-check failures listed in the final report amount to 0. The fraction of power consumed by combinational cells is 8.6%. The sum of met2 wire segment lengths after detailed routing is 471.2 mm. The latest clock arrival within the worst-skew pair is 1.20 ns. The total track usage is 28.90%. The critical path arrival is 86.59 ns. The switching part of the total is 24.33%.

Yosys stat counts 23710 cells in the synthesized netlist. In the log, the iteration count for the first detailed-route pass is 6. The via-per-instance ratio is 5.832. The routed layout has 208100 vias. In this run the static leakage power is 125.8 nW. The amount of wire on met3 after detailed routing is 220.1 mm. The proportion of synthesized flip-flops having asynchronous set or reset is 0%.

Per the post-synthesis stats, the area per cell is 13.81 sq um. The final weighted congestion recorded by global placement is 0.9855. The overall overflow remaining after global route is 0. The number of antenna violations at the first check in global routing is 95. Looking at the post-CTS report, the setup buffer insertion count equals 0. The number of clock buffers added by TritonCTS is 820.

The cell-internal power is 1.320 mW. The count of clock tree sinks is 8261. Summed over all layers, the routed wires come to 1104 mm. The length in cells of the worst reg-to-reg path is 16. The sequential fraction of the synthesis area is 75.58%. The share of cells above drive strength 1 is 12.49%. Timing would allow up to 5.824 MHz. The total net switching power is 0.4245 mW. The wire length on met1 is 330.9 mm. The flow ran to the end, but the final reports show violations. The smallest clock period supported by the final layout is computed as 171.69 ns. The post-CTS hold buffer count recorded in the log is 0. The height of the die is 906.6 um.
==> state kept, by name, indices dropped and copies added (netlist names) <==
register     flops
DFFRAM2.Do0     32
A_CUR            1
DFFRAM2.RAM   4096
B_CUR            1
STALLCTRL        1
A_ACK_I          1
B_ACK_I          1
DFFRAM1.RAM   4096
DFFRAM1.Do0     32
==> synth_stat cells, drive strengths merged, types with 29 or more instances <==
cell type	number	area, sq um
edfxtp	8193	246000
mux2i	533	5335
inv	35	131.4
buf	1113	5406
a211oi	363	2725
o41ai	55	481.7
clkbuf	623	2338
a22o	68	595.6
and3	322	2014
nor2	312	1171
o21ai	77	396.6
nand2	6569	24660
nand3	2921	14620
o2111ai	29	254.0
o221a	296	3333
o22ai	207	1321
a41oi	109	954.7
a311oi	656	5746
nor4	92	575.6
a31oi	261	1633
mux2	109	1227
a32oi	116	1016
dfxtp	68	1361
o221ai	53	464.2
nand4	173	1082
a21oi	113	565.5
o211ai	76	570.6
==> layer usage <==
| layer | global-route usage, % | vias to the layer above |
|---|---|---|
| met2 | 38.73 | 13990 |
| met4 | 15.35 | 128 |
| li1 | - | 90520 |
| met5 | 3.806 | - |
| met3 | 25.23 | 2675 |
| met1 | 31.12 | 100800 |
==> power by group through the flow <==
stage | Combinational, mW | Clock, mW | Sequential, mW
4_1_cts | 0.145 | 0.697 | 0.904
5_1_grt | 0.156 | 0.728 | 0.904
6_report | 0.150 | 0.692 | 0.904
==> final cells by class <==
class | count | area [sq um]
fill | 68470 | 441300
clock inverter | 445 | 3533
multi-input combinational | 13670 | 75480
antenna | 86 | 215.2
sequential | 8261 | 247400
inverter | 35 | 131.4
timing repair buffer | 1294 | 10400
tap | 10820 | 13540
clock buffer | 1061 | 21820
==> cell families after synthesis <==
kind of cell | Yosys count | synth area share, %
other | 1 | 0.001146
AND-OR/OR-AND | 2579 | 6.401
XOR/XNOR | 1 | 0.002676
AND/OR/NAND/NOR | 10450 | 13.60
buffers and inverters | 1771 | 2.406
multiplexers | 642 | 2.005
flip-flops | 8261 | 75.58
==> worst max-delay path: stages <==
cell and delay (ns):
sky130_fd_sc_hd__clkdlybuf4s50_1 0.46, sky130_fd_sc_hd__buf_4 0.29, sky130_fd_sc_hd__and3_1 0.25, sky130_fd_sc_hd__clkdlybuf4s50_1 0.49
==> through the flow <==
step,power [mW],cells,instance area [sq um]
after floorplan,0.9922,23710,327300
after global placement,1.064,34090,346900
after detailed placement,1.066,34090,346900
after CTS,1.746,35590,372300
after global routing,1.788,35630,372400
final,1.745,35680,372500
==> worst paths after layout <==
path / endpoint / startpoint / slack [ns]
setup / recovery: A_STALL_I / B_STB_O / 253.81
hold / removal: STALLCTRL$_DFFE_PP_ / STALLCTRL$_DFFE_PP_ / 0.77
setup reg to reg: DFFRAM2.Do0[17]$_SDFF_PN0_ / STALLCTRL$_DFFE_PP_ / 417.14
hold reg to reg: STALLCTRL$_DFFE_PP_ / STALLCTRL$_DFFE_PP_ / 0.77
Power and IR drop assume default switching activity.
